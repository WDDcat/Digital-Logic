==> ./design.v <==
module Chooser(data,data1,data2,data3,data4,data5,data6,data7,data8,sel);
	input [7:0]sel;
	input [3:0]data1,data2,data3,data4,data5,data6,data7,data8;
	output [3:0]data;
	reg [3:0]data;
	always @ (sel)
	begin
		case(sel)
			8'b11111110:data = data1;
			8'b11111101:data = data2;
			8'b11111011:data = data3;
			8'b11110111:data = data4;
			8'b11101111:data = data5;
			8'b11011111:data = data6;
			8'b10111111:data = data7;
			8'b01111111:data = data8;
			default:data = data1;
		endcase
	end
endmodule
==> ./run.sh <==
#!/bin/bash
# OpenROAD 26Q1-2900-gdf79404cd8, Yosys 0.63+post, stock flow scripts
make -C /OpenROAD-flow-scripts/flow DESIGN_CONFIG=/design/flow/config.mk WORK_HOME=/design/flow/orfs finish
==> ./config.mk <==
export PLATFORM = sky130hd
export DESIGN_NAME = Chooser
export DESIGN_NICKNAME = Chooser
export VERILOG_FILES = /design/flow/design.v
export SDC_FILE = /design/flow/constraint.sdc
export NUM_CORES = 4
export LEC_CHECK = 1
export CORE_AREA = 10 10 70 70
export DIE_AREA = 0 0 80 80
==> ./constraint.sdc <==
current_design Chooser

set clk_period 2.4
set clk_io_pct 0.2

create_clock -name clk0 -period $clk_period

set non_clock_inputs [all_inputs -no_clocks]
set_input_delay [expr $clk_period * $clk_io_pct] -clock clk0 $non_clock_inputs
set_output_delay [expr $clk_period * $clk_io_pct] -clock clk0 [all_outputs]
==> qor.txt <==
status - complete, no violations
startpoint types - input port
CP Cell Sequence - clkdlybuf4s15_2, nand3b_1, a211oi_2, or4_1, mux2_4, buf_6
largest net degree at the start of global routing - 9
largest delay contributor family on the critical path - simple AND/OR/NAND/NOR gates
HPWL Detailed - 1973 um
Clock Buffer Count - 0
1st-iter DRT viols - 44
Peak VDD IR - 0.00005543 V
Total Routing Usage GR - 6.788%
Worst Path Buf+Inv - 2
top cell type's share of synthesized area - 21.11%
post-synth cell types - 26
Synth Instances - 78
tool warning count - 32
synthesis warning total - 1
Post-synth area hogs - nand3b_1, nand2_1, a211oi_1
cell area after layout - 1120 um^2
Seq. cell area - 0 um^2
core area - 3416 um^2
Tmin final - 2.328 ns
crit path DAT - 1.85 ns
Least-Margin Pin Slew - 0.3412 ns
top cells by count, synth - nand3b_1, nand2_1, inv_1
share of layout cells above drive strength 1 - 28.89%
DRC viols - 0
seq_cells - 0
Critical Path Sink Type - output port
Hold Crit Class - in -> out
I/O Pins - 44
n_diodes - 0
Final Hold Fails - 0
area grow syn2layout - 124.9%
vias - 803
cell taking the most area after synthesis - nand3b_1
Pre-antenna DRT Iters - 4
Finished Core Util - 32.78%
global-route wire length before repair - 3663 um
CP Class - in -> out
placed cell area - 1071 um^2
row count - 21
logic area - 498.0 um^2
CP max stage cell - or4_1
RSZ-0062 raised after global routing - no
Init Core Util - 14.58%
DR vias/cell - 4.436
number of global-route vias before repair - 811
Routed Antenna Nets - 0
die span in y - 80 um
Synth Seq Share - 0%
cycle use final - 97.01%
initial antenna violation count - 0
die width - 80 um
Mapped Avg Cell Area - 6.384 um^2
Die Area - 6400 um^2
remaining global-route overflow - 0
DRT Wirelength - 2279 um
peak fanout along the critical path - 7
Yosys chip area - 498.0 um^2
fin. max-slew vios - 0
Max Freq - 429.5 MHz
P_leak - 0.4504 nW
Setup Viol. Count Final - 0
cell count listed in synth_stat.txt - 78
Slew HR - 77.21%
wire per inst - 12.59 um
power density of the placed cells - 125.7 nW/um^2
Worst EP required - 1.92 ns
Synth top cell by count - nand3b_1
maxcap violations - 0
Fill cells - 371
port buffer count - 44
Post-Syn Area - 498.0 um^2
slowest stage delay, CP - 0.51 ns
GP Congestion - 0.8110
## layer usage
layer	share of wire [%]	global-route usage, %
met5	0	0
met4	0	0
met3	11	2.614
met2	42	10.43
met1	47	9.295
## area by class of cell
cell class	count	area share, %
Multi-Input combinational cell	67	44.47
Timing Repair Buffer	61	48.04
Tap cell	46	5.140
Inverter	7	2.346
## where the power goes
group | leakage (nW) | switching (mW) | internal [mW]
Sequential | 0 | 0 | 0
Clock | 0 | 0 | 0
Combinational | 0.450 | 0.0515 | 0.0893
## worst min-delay path, delay by kind of cell
| family | cells | cell delay (ns) |
|---|---|---|
| mux | 1 | 0.14 |
| buf+inv | 2 | 0.53 |
## repair_timing
| item | 4_1_cts | 5_1_grt |
|---|---|---|
| pin swaps | 7 | 6 |
| resized | 44 | 14 |
| setup buffers | 2 | 0 |
| setup endpoints to repair | 4 | 4 |
| hold buffers | 0 | 0 |
## final timing paths
kind                      end  slack [ns]  startpoint  depth (start not counted)
worst max-delay path  data[2]        0.07      sel[2]                          6
worst min-delay path  data[2]        1.64    data1[2]                          3
## cells in the final DEF (no fill, tap or decap), types with 2 or more instances in the layout
| master | Yosys | layout |
|---|---|---|
| buf_2 | 0 | 4 |
| dlygate4sd2_1 | 0 | 6 |
| a2111oi_2 | 0 | 3 |
| a211oi_2 | 0 | 5 |
| nand4b_1 | 2 | 2 |
| buf_4 | 2 | 18 |
| inv_1 | 7 | 7 |
| nor2_1 | 4 | 4 |
| clkdlybuf4s50_1 | 0 | 26 |
| nand2_1 | 12 | 12 |
| a22oi_1 | 2 | 2 |
| nand3b_1 | 14 | 14 |
| dlymetal6s2s_1 | 0 | 3 |
| nand4_1 | 2 | 2 |
| o21ai_0 | 5 | 5 |
| clkbuf_2 | 0 | 2 |
| o22ai_1 | 3 | 3 |
## kinds of logic (layout without fill, tap and decap cells)
| family | after synthesis | after routing | share of synthesized area, % |
|---|---|---|---|
| AND-OR/OR-AND | 24 | 24 | 34.68 |
| XOR/XNOR | 1 | 1 | 1.759 |
| buffers and inverters | 11 | 68 | 12.81 |
| multiplexers | 1 | 1 | 3.014 |
| AND/OR/NAND/NOR | 41 | 41 | 47.74 |
## per-stage QoR
step | total power [mW] | std cells | setup TNS, ns | worst slack [ns] | hold WS [ns]
floorplan | 0.04420 | 78 | 0 | 0.4183 | 1.043
global placement | 0.1393 | 179 | -2.322 | -0.5914 | 1.908
detailed placement | 0.1403 | 179 | -2.573 | -0.6754 | 1.924
CTS | 0.1386 | 181 | 0 | 0.01673 | 1.640
global route | 0.1544 | 181 | 0 | 0.005188 | 1.659
finish | 0.1408 | 181 | 0 | 0.07166 | 1.637
Power and IR drop assume default switching activity.
