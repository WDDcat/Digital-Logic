$ cat flow/config.mk
export PLATFORM = sky130hd
export DESIGN_NAME = Selector
export DESIGN_NICKNAME = Selector
export VERILOG_FILES = /design/flow/design.v
export SDC_FILE = /design/flow/constraint.sdc
export NUM_CORES = 4
export LEC_CHECK = 1
export CORE_AREA = 10 10 70 70
export DIE_AREA = 0 0 80 80
$ cat flow/design.v
module Selector(clk,sel);
	input clk;
	output [7:0]sel;
	reg [7:0]sel;
	always @ (posedge clk)
	begin
		case(sel)
		8'b11111110:sel = 8'b11111101;
		8'b11111101:sel = 8'b11111011;
		8'b11111011:sel = 8'b11110111;
		8'b11110111:sel = 8'b11101111;
		8'b11101111:sel = 8'b11011111;
		8'b11011111:sel = 8'b10111111;
		8'b10111111:sel = 8'b01111111;
		8'b01111111:sel = 8'b11111110;
		default:sel = 8'b11111110;
		endcase
	end
endmodule
$ cat flow/constraint.sdc
current_design Selector

set clk_period 2.6
set clk_io_pct 0.2

create_clock -name clk0 -period $clk_period [get_ports {clk}]

set non_clock_inputs [all_inputs -no_clocks]
set_input_delay [expr $clk_period * $clk_io_pct] -clock clk0 $non_clock_inputs
set_output_delay [expr $clk_period * $clk_io_pct] -clock clk0 [all_outputs]
$ cat flow/run.sh
#!/bin/bash
# OpenROAD 26Q1-2900-gdf79404cd8, Yosys 0.63+post, stock flow scripts
make -C /OpenROAD-flow-scripts/flow DESIGN_CONFIG=/design/flow/config.mk WORK_HOME=/design/flow/orfs finish
==> summary.txt <==
This note records the results obtained with Yosys and OpenROAD.

Final timing
The number of max-slew violations in the final report is 0. The final critical delay including setup and external delays is 1748 ps. The worst-case headroom to the max-slew limit is 81.02%.

The actual slew at the worst max-slew pin is 283.6 ps. Clock skew on the completed layout was measured at 0.9761 ps. The end-of-flow timing check tallies setup violations at 0. For the final routed database, the setup TNS stands at 0 ps. Setup repair after global routing left no endpoint under its margin.

The portion of the clock cycle consumed by the worst path in the final layout is 67.23%. The peak clock frequency supported by timing is 0.5721 GHz. For reference, the final report shows the hold violation count at 0.

Power
The internal power consumption is 0.1754 mW. The part of the power in registers is 57.0%. The script extracted a net switching power of 0.04010 mW. The switching power share of the total is 18.61%. The leakage power is 0.1307 nW. The worst VDD IR drop from the latest analysis is 0.2973 mV. The power density relative to cell area is 460.6 nW/um2. The logic gate share of total power is 0%. In this run, the clock network consumes 43.0% of the power.

Run status
The flow ran to the end, and the final reports show no timing, DRC or antenna violations.

Drt
Dividing the detail-routed via count by the number of cells gives 3.314. Summing over every cut layer, the via total after detailed routing is 285. The number of design rule violations left after detail routing is 0.

The detailed-router iteration count before antenna repair is 4. The wire length reported by the detailed router is 724 um. The average detailed-routed wire length per instance is 8.419 um.

The routed design ends up with an antenna cell count of 0. The remaining number of nets flagged by the antenna check after routing is 0. The detailed router finished its first iteration with 13 violations.

Global route
The total global routing track utilization is 2.344%. The via count of the first global-routing pass was 222. The initial antenna violation count is 0. The pin count of the biggest net entering global routing is 9. The remaining global-route overflow is 0. The wire length of the first global-routing pass is 1138 um.

Critical path
The startpoint type of the worst setup path is a flop. Setup slack on the worst reg-to-reg path comes out at 1520 ps. The worst path buffer plus inverter count is 1.

The critical path maximum fanout is 7. Data arrives at the worst endpoint at 1230 ps. The cell family with the largest share of critical-path delay is buffers and inverters. Looking at the critical path, the single cell with the biggest stage delay is sky130_fd_sc_hd__clkdlybuf4s50_1. The data required time of the worst path is 2080 ps. The longest incremental delay of any stage on the critical path is reported as 520 ps. The critical path is of the flop to output port type. The worst setup path is captured at an output port. The cell sequence reported for the critical path is clkdlybuf4s50_1. STA shows the worst reg2reg path with a cell count of 3. In this run the critical register-to-register path is captured at sel[7]. The startpoint of the lowest-slack register-to-register path is sel[3].

Placed design
The placement summary gives the final routability congestion estimate as 0.6665. The number of I/O port buffers is 8. The final HPWL from detailed placement is 534.5 um.

Floorplanning
The vertical die size is 80 um. The count of pins on the block boundary is 9. The die covers 6400 um2. In this run the horizontal extent of the chip is 80 um. The core region area is 3416 um2.

Once the floorplan was initialized, standard cells occupied 9.011% of the core. The floorplan has 21 rows.

Synthesis
In the synthesized netlist the dominant register cell turns out to be sky130_fd_sc_hd__dfxtp_1. By area the synthesized netlist is led by sky130_fd_sc_hd__dfxtp_1 (52%), sky130_fd_sc_hd__nand4b_1 (14%), sky130_fd_sc_hd__xnor2_1 (5.7%), sky130_fd_sc_hd__nand3b_1 (4.9%), sky130_fd_sc_hd__or2_2 (4.1%). Each instance of the synthesized netlist takes up on average 10.61 um2. The post-synthesis instance total is 29. Yosys mapped a number of flops with a built-in enable equal to 0. The number of distinct library cell variants in the gate-level netlist after synthesis is 13.

After synthesis, the share of flip-flops with an asynchronous set or reset is 0%. After synthesis, the chip area reported by Yosys is 307.8 um2. The yosys stat cell total is 29.

The post-synth register bit count is 8. The number of warnings reported in the yosys synthesis log is 1. The post-synth design cell area is 307.8 um2. The cell taking the most area after synthesis is sky130_fd_sc_hd__dfxtp_1. Summed over its instances, the top area cell type makes up 52.03% of the synthesized netlist area. The post-synthesis sequential area ratio is 52.03%. Sorting the synthesized cells by how often they occur yields sky130_fd_sc_hd__dfxtp_1 (8), sky130_fd_sc_hd__nand4b_1 (5). The top cell type by instance count after synthesis is sky130_fd_sc_hd__dfxtp_1.

Layout
The final report gives the core utilization as 13.70%. Of the cells placed in the final design, the portion with a size suffix greater than 1 is 15.00%. Relative to the synthesized area, the layout overhead comes to 52.03%.

The register with the most flip-flops in the layout has 8 of them. The filler cell count in the final layout is 404.

Clock tree
The clock input transition at the sequential cells of the worst setup and hold paths is 50 ps. The post-CTS setup buffer count is 0. Per the TritonCTS log, the buffer count is 3. The H-tree depth is 1.

According to the CTS report, the clock sink count is 8. The TritonCTS clock tree is yes. The cell at the root of the clock tree is sky130_fd_sc_hd__clkbuf_4.

The number of gates resized after cts is 0. The post-cts hold buffer count is 0. No sink is reached through more buffers than the 2 on the longest clock path. The clock latency of the later-clocked register in the worst-skew pair is 250 ps.

Hold path
The endpoint of the worst hold path is reported as sel[4]. Note that the worst hold path type here is flop to flop. The worst hold path cell count is 1. The origin of the worst min-delay path is sel[2].

Flow run
The tool flagged a number of max-cap violations equal to 0. The number of OpenROAD warnings is 25.
through the flow:
step                worst slack [ps]  cells  instance area, um2  power (mW)  hold slack, ps
floorplan                       1646     29               307.8      0.1253           437.6
global placement                1126     83               445.4      0.1253           482.0
detailed placement              1124     83               445.4      0.1253           483.8
CTS                            842.1     86               467.9      0.2186           502.8
global route                   765.5     86               467.9      0.2280           523.5
finish                         852.0     86               467.9      0.2155           505.6
logic make-up after synthesis:
| group | after synthesis | share of synthesized area, % |
|---|---|---|
| simple gates | 15 | 33.33 |
| xor+xnor | 2 | 5.692 |
| flops | 8 | 52.03 |
| compound gates | 4 | 8.944 |
cell usage in the layout, fill, tap and decap left out, drive strengths merged:
cell type,Yosys,layout
nand3b,2,2
nor2,2,2
clkdlybuf4s50,0,8
nand2,1,1
nand3,1,1
a21oi,2,2
and4,1,1
xnor2,2,2
dfxtp,8,8
clkbuf,0,3
or2,2,2
nand4,1,1
o211ai,1,1
nand4b,5,5
a22o,1,1
area by class of cell:
class / instances / area [um2] / area share [%]
multi-input combinational: 21 / 147.6 / 31.55
tap: 46 / 57.56 / 12.30
clock buffer: 3 / 22.52 / 4.813
timing repair buffer: 8 / 80.08 / 17.11
sequential: 8 / 160.2 / 34.22
worst max path at each step:
stage / from / end / slack (ps) / cells past startpoint
5_1_grt: sel[5] / sel[5] / 770 / 1
4_1_cts: sel[6] / sel[6] / 840 / 1
6_report: sel[3] / sel[3] / 850 / 1
power groups by stage:
stage,clock network (mW),registers (mW),logic (mW)
global route,0.105,0.123,0.0000000525
CTS,0.0959,0.123,0.0000000525
finish,0.0928,0.123,0.0000000525
metal layers:
| layer | up-vias | share of wire [%] | track usage, % |
|---|---|---|---|
| li1 | 136 | - | - |
| met1 | 133 | 54 | 3.681 |
| met2 | 14 | 28 | 1.605 |
| met3 | 2 | 16 | 2.614 |
| met4 | 0 | 1.1 | 0.5282 |
| met5 | - | 0 | 0 |
Power is estimated from default activity; no workload was simulated.
