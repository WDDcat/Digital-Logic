===== config.mk =====
export PLATFORM = sky130hd
export DESIGN_NAME = Frequency_Divider
export DESIGN_NICKNAME = Frequency_Divider
export VERILOG_FILES = /design/flow/design.v
export SDC_FILE = /design/flow/constraint.sdc
export NUM_CORES = 4
export LEC_CHECK = 1
export CORE_UTILIZATION = 30

===== constraint.sdc =====
current_design Frequency_Divider

set clk_period 3.0
set clk_io_pct 0.2

create_clock -name clk0 -period $clk_period [get_ports {clk_50mhz}]

set non_clock_inputs [all_inputs -no_clocks]
set_input_delay [expr $clk_period * $clk_io_pct] -clock clk0 $non_clock_inputs
set_output_delay [expr $clk_period * $clk_io_pct] -clock clk0 [all_outputs]

===== design.v =====
module Frequency_Divider(clk_50mhz,rst,clk_1khz,clk_100hz,clk_10hz,clk_1hz);
	input clk_50mhz,rst;
	output clk_1khz,clk_100hz,clk_10hz,clk_1hz;
	reg clk_1khz,clk_100hz,clk_10hz,clk_1hz;
	reg [31:0]cnt1,cnt2,cnt3,cnt4;
	parameter N1=50000,N2=500000,N3=5000000,N4=50000000;
	always @ (posedge clk_50mhz)
	begin
		if(!rst)
		begin
			cnt1 <= 1'b0;
			cnt2 <= 1'b0;
			cnt3 <= 1'b0;
			cnt4 <= 1'b0;
			clk_1khz <= 1'b0;
			clk_100hz <= 1'b0;
			clk_10hz <= 1'b0;
			clk_1hz <= 1'b0;
		end
		else
		begin
			if(cnt1 < N1/2-1)	cnt1 <= cnt1 + 1'b1;
			else
			begin
				cnt1 <= 1'b0;
				clk_1khz <= ~clk_1khz;
			end
			if(cnt2 < N2/2-1) cnt2 <= cnt2 + 1'b1;
			else
			begin
				cnt2 <= 1'b0;
				clk_100hz <= ~clk_100hz;
			end
			if(cnt3 < N3/2-1) cnt3 <= cnt3 + 1'b1;
			else
			begin
				cnt3 <= 1'b0;
				clk_10hz <= ~clk_10hz;
			end			
			if(cnt4 < N4/2-1) cnt4 <= cnt4 + 1'b1;
			else
			begin
				cnt4 <= 1'b0;
				clk_1hz <= ~clk_1hz;
			end			
		end
	end
endmodule

===== run.sh =====
#!/bin/bash
# OpenROAD 26Q1-2900-gdf79404cd8, Yosys 0.63+post, stock flow scripts
make -C /OpenROAD-flow-scripts/flow DESIGN_CONFIG=/design/flow/config.mk WORK_HOME=/design/flow/orfs finish

==> run notes <==
Implementation progress

The flow ran to the end, and the final reports show no timing, DRC or antenna violations. Of the synthesized area, sequential elements account for 0.526. The global routing report lists combined usage of all routing layers as 0.0957. The first global-routing pass estimated around 14 mm of wire. The worst setup path is launched from a register. The detailed router placed 3355 vias in this run. The final worst clock skew stands at 0.00641 ns. Nets still carrying antenna violations after routing amount to 0. The core utilization before placement stands at 0.312. Static timing analysis puts the maximum clock frequency at around 500 MHz.

The initial antenna violation count came to 0. Per the synth stats, the flop cell with the highest instance count is sky130_fd_sc_hd__dfxtp_1. At the pin with the least slew margin, the transition time is ~0.8 ns. The synthesis-to-finish area growth stands at 22.5%. According to the floorplan report, the die width is 131 um. The total half-perimeter wirelength after legalization and detailed placement stands at ~5.0 mm. Per the TritonCTS log, the buffer count is 17. The share of flip-flops with an asynchronous set or reset stands at 0.

In the final routed layout, each cell accounts on average for roughly 10 um. The floorplan has 46 rows. After filler insertion, the fill cell instance count of the layout stands at 1530. The routed wire length stands at 7.76 mm. Warnings reported by Yosys during synthesis add up to 1.

The OpenROAD report gives the critical path a data arrival time of between 2 and 2.5 ns. The cell resize tally after clock tree synthesis stands at 0. Summed over all instances, the cell type with the most area after synthesis is sky130_fd_sc_hd__dfxtp_1. The total negative setup slack stands at 0 ns. On the worst setup and hold paths after CTS, the clock-pin slew comes to roughly 0.05 ns. The critical-path maximum fanout stands at 25. Dividing total power by cell area gives a power density of 673 nW/um2. The final critical path time including I/O delays and setup stands at around 2.0 ns. For the worst min-delay path, the startpoint reported by OpenROAD is cnt1[0]$_SDFF_PN0_. The violation tally recorded at the end of detailed-routing iteration 0 is 182.

The top cell types in the final layout, fill and taps aside, are 132 x sky130_fd_sc_hd__dfxtp_1, 69 x sky130_fd_sc_hd__nor2_1, 48 x sky130_fd_sc_hd__conb_1. Setup repair after global routing left no endpoint under its margin. The number of diodes added for antenna fixing stands at 0. The area taken by flip-flops and latches stands at 2640 um2.

No sink is reached through more buffers than the 2 on the longest clock path. TritonCTS built the clock tree. The post-synthesis sequential element count stands at between 100 and 150.

The per-instance average area after synthesis stands at ~10 um2. The number of max-capacitance violations reported stands at 0. Checking hold timing, the worst path is listed with class register to register.

In this run the worst setup path begins at cnt4[0]$_SDFF_PN0_. The number of warnings reported in the stage logs is 25. The number of flops mapped to enable cells by yosys stands at 0.

The most common logic cell in the final layout is sky130_fd_sc_hd__dfxtp_1. The number of cell instances after yosys synthesis stands at around 500. After synthesis, the chip area reported by Yosys is approximately 5000 um2. The top-level I/O count stands at 6. STA puts the critical path data required time at between 3 and 4 ns. The count of input and output buffers stands at 5. After synthesis the cells add up to between 5000 and 6000 um2. The remaining global-route overflow stands at 0. The worst slew margin relative to its limit stands at 0.459. The number of global-route vias before repair stands at 3086.

The tree is rooted in a sky130_fd_sc_hd__clkbuf_16. The startpoint identified for the worst register-to-register timing path is cnt4[0]$_SDFF_PN0_. The top-area cell type share of the netlist area stands at 0.526. The final count of hold timing violations stands at 0. The total die size stands at approximately 17000 um2. STA classifies the critical path endpoint as a register. In the final layout, the multi-input gates occupy 2450 um2. The count of distinct cell types in the synthesized netlist stands at about 46. The total leakage power stands at around 2.1 nW. The hold-fix buffer count after cts stands at 0. The placement summary gives the final routability congestion estimate as about 0.79. The main area contributors are sky130_fd_sc_hd__dfxtp_1 53%, sky130_fd_sc_hd__xor2_1 7.8%, sky130_fd_sc_hd__nor2_1 5.2%. Per the OpenROAD floorplan log, the height of the die is 131 um. The post-CTS setup-driven buffer insertion count stands at 0. In the routed design, unresolved DRC markers number 0.

The worst setup path is of the register to register kind. After detailed routing, the number of vias per cell comes to 4.22. On the final layout, the worst hold slack is approximately 0.45 ns. The number of setup violations in the final report stands at 0. The synthesized instance count stands at approximately 500. The H-tree was split into 4 levels. The final max-slew violation count recorded for this run is 0. The fraction of layout cells with a size suffix above 1 stands at 0.143. For this run, the detailed router's first-pass iteration total came to 4. For the worst-skew pair, the clock arrives at the later sink with an insertion delay of ~0.4 ns. In the finished design, the share of the clock period the worst path needs comes to 0.662.

Entering global routing, the biggest net connects 26 pins. The worst IR drop on VDD stands at approximately 0.00043 V. The number of sinks driven by the clock tree stands at 132. Per the OpenROAD floorplan log, the area of the core is 16100 um2.
## cell families after synthesis
| logic type | count (synthesis) | synth area share |
|---|---|---|
| AND-OR/OR-AND | 19 | 0.0339 |
| XOR/XNOR | 73 | 0.127 |
| adder cells (fa/ha/maj) | 4 | 0.00997 |
| buffers and inverters | 19 | 0.0214 |
| flip-flops | 132 | 0.526 |
| other | 1 | 0.000747 |
| AND/OR/NAND/NOR | 252 | 0.281 |
## layer usage
metal / vias to the layer above / part of all wire / global-route usage
met2: 28 / 0.44 / 0.144
met1: 1526 / 0.51 / 0.139
met3: 9 / 0.042 / 0.0315
li1: 1792 / - / -
met4: 0 / 0.011 / 0.0161
met5: - / 0 / 0
## power by group
part / switching (mW) / total (mW) / internal [mW]
Sequential: 0.0128 / 1.81 / 1.79
Clock: 0.697 / 2.30 / 1.61
Combinational: 0.0144 / 0.0288 / 0.0143
Total: 0.724 / 4.14 / 3.41
## stage by stage
step	std cells	util	instance area (um2)	power [mW]	setup slack [ns]
after floorplan	547	-	5200	1.86	1.31
after global placement	763	0.340	5470	1.87	0.951
after detailed placement	763	0.340	5470	1.87	0.922
after CTS	795	0.382	6150	4.19	1.02
after global routing	795	0.382	6150	4.29	0.804
final	795	0.382	6150	4.14	1.01
## Yosys cell counts (all sizes together), types with 2 or more instances
library cell / n
dfxtp: 132
and3: 9
or4: 2
nor2: 99
nor4b: 3
and4: 6
ha: 4
nor3: 14
a211o: 2
and2: 2
o211ai: 4
xnor2: 28
nand3: 35
or3: 2
nand2: 36
nor4: 18
xor2: 45
o21bai: 2
nand4: 19
or2: 4
a21oi: 3
inv: 12
buf: 7
## flip-flops by register name (all words and copies together) (netlist names)
| name | cells |
|---|---|
| clk_100hz | 1 |
| clk_1hz | 1 |
| cnt4 | 32 |
| cnt3 | 32 |
| cnt1 | 32 |
| clk_10hz | 1 |
| cnt2 | 32 |
| clk_1khz | 1 |
## critical path: stages (launching register included)
cell,delay [ns]
sky130_fd_sc_hd__dfxtp_1,0.38
sky130_fd_sc_hd__ha_1,0.21
sky130_fd_sc_hd__nand3_1,0.17
sky130_fd_sc_hd__nor2_1,0.35
sky130_fd_sc_hd__o211ai_1,0.23
sky130_fd_sc_hd__nand4_1,0.14
sky130_fd_sc_hd__buf_4,0.28
sky130_fd_sc_hd__nor2_1,0.09
## layout make-up
cell class / count / area share
Tap cell: 216 / 0.0439
Sequential cell: 132 / 0.430
Clock inverter: 8 / 0.0273
Timing Repair Buffer: 7 / 0.0106
Multi-Input combinational cell: 396 / 0.398
Inverter: 12 / 0.00732
Clock buffer: 24 / 0.0832
## path summary, 6_finish.rpt
kind                    endpoint  slack [ns]  cells past startpoint
min           cnt1[0]$_SDFF_PN0_        0.45                      1
min reg2reg   cnt1[0]$_SDFF_PN0_        0.45                      1
max reg2reg  cnt4[12]$_SDFF_PN0_        1.01                      7
max          cnt4[12]$_SDFF_PN0_        1.01                      7
Power and IR drop assume default switching activity.
